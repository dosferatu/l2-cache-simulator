[flow/constraint.sdc]
current_design Comparator

set clk_period 1.3
set clk_io_pct 0.2

create_clock -name clk0 -period $clk_period

set non_clock_inputs [all_inputs -no_clocks]
set_input_delay [expr $clk_period * $clk_io_pct] -clock clk0 $non_clock_inputs
set_output_delay [expr $clk_period * $clk_io_pct] -clock clk0 [all_outputs]
[flow/design.v]
module Comparator(address, addressTag, cacheTag, match);
  parameter display = 0;
  parameter addressSize = 32;
  parameter tagBits = 12;
  input[addressSize - 1:0] address;
  input[tagBits - 1:0] addressTag;
  input[tagBits - 1:0] cacheTag;
  output reg match;
  always @(address) begin
    if (addressTag == cacheTag) begin
      match = 1;
    end
    else begin
      match = 0;
    end
    if (display) begin
      $display("Comp --> Address Tag: %h \t Cache Tag: %h",addressTag,cacheTag);
    end
  end
endmodule
[flow/config.mk]
export PLATFORM = sky130hd
export DESIGN_NAME = Comparator
export DESIGN_NICKNAME = Comparator
export VERILOG_FILES = /design/flow/design.v
export SDC_FILE = /design/flow/constraint.sdc
export NUM_CORES = 4
export LEC_CHECK = 1
export CORE_AREA = 10 10 70 70
export DIE_AREA = 0 0 80 80
[flow/run.sh]
#!/bin/bash
# OpenROAD 26Q1-2900-gdf79404cd8, Yosys 0.63+post, stock flow scripts
make -C /OpenROAD-flow-scripts/flow DESIGN_CONFIG=/design/flow/config.mk WORK_HOME=/design/flow/orfs finish
==> impl_metrics.env <==
# yosys + openroad results
export IMPL_finalPower_w=0.0000846
export IMPL_drc=0
export IMPL_max_stage_delay_ns=0.18
export IMPL_hold_viol=0
export IMPL_core_area_sq_mm=0.00342
export IMPL_path_class="in -> out"
export IMPL_place_area_sq_um=442
export IMPL_ys_cells=16
export IMPL_whs_path_depth=5
export IMPL_grt_max_degree=2
export IMPL_crit_family="buffers and inverters"
export IMPL_ant_nets=0
export IMPL_simple_gate_share_pct=21.5
export IMPL_grt_usage_pct=2.17
export IMPL_crit_path_cell_trace="clkdlybuf4s15_1 -> xnor2_1 -> nand4_1 -> nor3_2 -> buf_2"
export IMPL_syn_to_final_growth_pct=156
export IMPL_finalSetupViolations=0
export IMPL_postSynthAreaPerCell_sq_um=8.37
export IMPL_hold_class="in -> out"
export IMPL_p_leak_nw=0.134
export IMPL_p_clk_share_pct=0
export IMPL_fa_ha_area_share_pct=0
export IMPL_endpoint="match"
export IMPL_finalInstanceArea_sq_um=343
export IMPL_topCombFamilyByArea="XOR/XNOR gates"
export IMPL_crit_arrival_ns=0.96
export IMPL_fin_crit_ns=1.22
export IMPL_cp_start_kind="primary input"
export IMPL_switching_share_pct=34.0
export IMPL_vias_per_cell=2.28
export IMPL_antennaDiodeCount=0
export IMPL_p_seq_share_pct=0
export IMPL_hpwlAfterDp_um=734
export IMPL_warnings=64
export IMPL_comb_area_sq_um=134
export IMPL_chipArea_sq_mm=0.00640
export IMPL_first_iter_violations=4
export IMPL_p_int_w=0.0000559
export IMPL_hold_buffers=0
export IMPL_grt_pass1_vias=206
export IMPL_die_x_um=80
export IMPL_netlist_instances=16
export IMPL_post_drt_wl_per_cell_um=8.77
export IMPL_slew_limit_headroom_pct=91.1
export IMPL_finalMaxSlewViolations=0
export IMPL_clock_buffers=0
export IMPL_xor_share_pct=78.5
export IMPL_status="complete, no violations"
export IMPL_cp_num_cells=5
export IMPL_whs_ns=0.912
export IMPL_drt_total_wl_um=763
export IMPL_grt_pass1_wl_um=1100
export IMPL_num_rows=21
export IMPL_power_density_mw_per_mm2=247
export IMPL_fp_util_pct=3.92
export IMPL_fin_setup_tns_ns=0
export IMPL_required_ns=1.04
export IMPL_synth_chip_area_sq_um=134
export IMPL_critPathSlowestCell="clkdlybuf4s15_1"
export IMPL_ff_count=0
export IMPL_critPathBufInv=2
export IMPL_dr_pass1_iters=2
export IMPL_postSynthSeqShare_pct=0
export IMPL_rsz0062_at_grt="no"
export IMPL_regArea_sq_um=0
export IMPL_irDropWorstVdd_mv=0.0508
export IMPL_pin_count=57
export IMPL_port_buffers=25
export IMPL_crit_start="addressTag[0]"
export IMPL_p_switching_w=0.0000288
export IMPL_post_cts_setup_buffers=0
export IMPL_max_slew_worst_pin_slew_ns=0.133
export IMPL_p_comb_share_pct=100.0
export IMPL_ys_types=3
export IMPL_syn_area_sq_um=134
export IMPL_vias=198
export IMPL_top_area_share_pct=78.5
export IMPL_ys_sh_aoi_pct=0
export IMPL_top_cells_by_area="xnor2_1 (79%), nand4_1 (14%), nor3_2 (7.5%)"
export IMPL_cp_end_kind="output port"
export IMPL_ys_warn_count=1
export IMPL_die_h_um=80
export IMPL_ys_sh_mux_pct=0
export IMPL_critical_path_max_fanout=1
export IMPL_top_area_cell="xnor2_1"
export IMPL_gp_congestion=0.677
export IMPL_grt_overflow=0
export IMPL_drive_above_1_share_pct=53.7
export IMPL_fillCellCount=423
export IMPL_antenna_found_initial=0
export IMPL_period_used_pct=93.8
export IMPL_fmax_ghz=0.820
export IMPL_maxCapViolCount=0
## area by class of cell
| cell class | instances | area share (%) |
|---|---|---|
| repair buffers | 25 | 44.2 |
| multi-input cells | 16 | 39.1 |
| well taps | 46 | 16.8 |
## cell usage in the layout, fill, tap and decap left out
master           instances
xnor2_1                 12
buf_2                    1
nor3_2                   1
clkdlybuf4s15_1          4
nand4_1                  3
clkbuf_2                19
clkdlybuf4s15_2          1
## how the worst min path moves through the flow
stage	end	startpoint	slack, ns
final	match	addressTag[6]	0.91
after global routing	match	cacheTag[6]	0.95
after CTS	match	cacheTag[4]	1.00
## through the flow
stage	cells	util [%]	setup WS, ns
final	87	10.0	0.0800
after global routing	87	10.0	0.00762
after CTS	87	12.5	0.000565
after floorplan	16	-	0.403
after detailed placement	87	12.9	-0.653
after global placement	87	12.9	-0.650
## metal layers
layer	global-route usage (%)	share of wire [%]	wire length (um)
met5	0	0	0
met4	0	0	0
met1	2.64	38	292
met2	3.93	53	407
met3	0.568	8.3	63
## repair_timing
action / 4_1_cts / 5_1_grt
gates cloned: 0 / 0
pin swaps: 15 / 15
hold endpoints to repair: 0 / 0
endpoints found under the setup margin: 1 / 1
gates resized: 44 / 27
## synthesized netlist by cell type
library cell  number
nand4_1            3
nor3_2             1
xnor2_1           12
## tightest hold or removal path: cells and delay by family
family	cells	cell delay, ns
buffers and inverters	2	0.20
xor gates and xnor gates	1	0.06
and+or+nand+nor	2	0.14
## power by group through the flow
stage         Clock, W  Sequential [W]  Combinational, W
CTS                  0               0         0.0000984
global route         0               0         0.0000923
finish               0               0         0.0000846
## kinds of logic (layout without fill, tap and decap cells)
logic type                Yosys count  after routing
xor gates and xnor gates           12             12
buffers and inverters               0             25
and+or+nand+nor                     4              4
No activity file was given, so power comes from the tool's default toggle rates.
